### flow/design.v
`timescale 1ns / 1ps
module delay_fifo #(
    parameter   DELAY_CYCLES    =   1,
    parameter   BITWIDTH        =   32
)(
    input   aclk,
    input   en,
    input   [BITWIDTH - 1 : 0]    din,
    input   valid,
    output  [BITWIDTH - 1 : 0]    dout,
    output  dvalid
);
    reg     [DELAY_CYCLES * BITWIDTH - 1 : 0]     fifo;
    reg     [DELAY_CYCLES - 1 : 0]                valid_fifo;
    assign  dout = { fifo };
    assign  dvalid = valid_fifo[0];
    always @(posedge aclk)
        if ( en )
            if ( DELAY_CYCLES > 1 )
                fifo <= { din, fifo[DELAY_CYCLES * BITWIDTH - 1:BITWIDTH] };
            else
                fifo <= din;
        else
            fifo <= 'd0;
    always @(posedge aclk)
        if ( en )
            if ( DELAY_CYCLES > 1 )
                valid_fifo <= { valid, valid_fifo[DELAY_CYCLES - 1:1] };
            else
                valid_fifo <= valid;
         else
            valid_fifo <= 'd0;
endmodule
### flow/run.sh
#!/bin/bash
# OpenROAD 26Q1-2900-gdf79404cd8, Yosys 0.63+post, stock flow scripts
make -C /OpenROAD-flow-scripts/flow DESIGN_CONFIG=/design/flow/config.mk WORK_HOME=/design/flow/orfs finish
### flow/config.mk
export PLATFORM = sky130hd
export DESIGN_NAME = delay_fifo
export DESIGN_NICKNAME = delay_fifo
export VERILOG_FILES = /design/flow/design.v
export SDC_FILE = /design/flow/constraint.sdc
export NUM_CORES = 4
export LEC_CHECK = 1
export CORE_AREA = 10 10 83 83
export DIE_AREA = 0 0 93 93
### flow/constraint.sdc
current_design delay_fifo

set clk_period 1.0
set clk_io_pct 0.2

create_clock -name clk0 -period $clk_period [get_ports {aclk}]

set non_clock_inputs [all_inputs -no_clocks]
set_input_delay [expr $clk_period * $clk_io_pct] -clock clk0 $non_clock_inputs
set_output_delay [expr $clk_period * $clk_io_pct] -clock clk0 [all_outputs]
==> changes_impl.md <==
### Implementation results

- Yosys Instances: 69
- Via density per instance: approximately 3.3
- Initial DRT Pass Iterations: 2
- Switching pwr: 0.000536 W
- Initial antenna violation count: 0
- Yosys cell types: 3
- Hold Violations, Final: 0
- H-tree depth: 2
- Hold_buf cts: 0
- Clock sinks: 33
- Maxcap violations: 0
- Worst-path clk slew: 0.06 ns
- Routability cong.: around 0.64
- P per Cell Area: between 1500 and 2000 nW/um2
- CP arrival: 0.75 ns
- Die H: 93 um
- Post-Synthesis Cells: 69
- N_diodes: 0
- Fp_density: 18.0%
- Min Clock Period, post-route: between 0.9 and 1 ns
- Mean Syn Cell Area: 13.4 um2
- Max Freq: 1.05 GHz
- Place WS: -0.164 ns
- Die area: 8650 um2
- Area Overhead vs Synth: 87.9%
- Maximum clock path buffer count: 2
- Detailed Route Iter0 Violations: 3
- First-pass GRT wire length: 4.20 mm
- IO buf count: 67
- Slew HR: between 80% and 90%
- Mapped cell area: around 920 um2
- Registers, synthesis: 33
- Max Slew Vio Count: 0
- DIE WIDTH: a little over 90 um
- Largest net degree at the start of global routing: 25
- Status: finished clean
- Yosys Chip Area: 923 um2
- Total number of yosys warnings: 1
- Maximum vdd drop: roughly 0.00045 V
- Share of layout cells above drive strength 1: ~59%
- Fin util: between 30% and 40%
- Vias in the first global route: 813
- Crit share post-route: 95.2%
- WL/cell: 12.4 um
- Root Buffer: clkbuf_8
- Flop pwr share: 47.6%
- Crit end category: output pin
- Critical Path RT: 0.80 ns
- CP peak stage delay: 0.31 ns
- Core Area: around 5100 um2
- Total gr overflow: 0
- Unrepaired setup endpoints after global routing: false
- Crit Path Category: register to output pin
- Top cell excl fill/tap: clkdlybuf4s50_1
- Int Power: approximately 0.0024 W
- Hold crit path type: input pin to register
- Global Route Usage Sum: 6.05%
- Antenna viol nets, final: 0
- Setup crit start kind: register
- Seq share, synth: 71.5%
- Post-route setup slack: 0.0477 ns
- Worst-path fanout max: 1
- Vias: 697
- Leak pwr: around 0.74 nW
- Buf/Inv on CP: 1
- Comb pwr share: under 10%
- Total CTS buffers: 5
- Drt total wl: 2.63 mm
- Tool warnings: 25
- Core Rows: 26
- Residual DRC count: 0
- Actual slew at the worst max-slew pin: 0.155 ns
- Setup violators final: 0
- Io pins: 68
- Clock Power Share: 42.9%
- Worst path top cell family by delay: flip-flops
- CTS tree: done
- Cells along the critical path: clkdlybuf4s15_1
- Fin Hold WS: 0.511 ns
- Slowest stage cell, crit path: dfxtp_2
- Top cells excl fill/tap: clkdlybuf4s50_1, and2_2, dfxtp_2, clkbuf_2
- Switching share of total power: 18.1%
[flip-flops by register name (all words and copies together), names as in the netlist]
signal / flops
fifo: 32
valid_fifo: 1
[what timing repair did]
action / 4_1_cts / 5_1_grt
setup buffers: 0 / 0
hold endpoints to repair: 0 / 0
resized: 69 / 39
setup endpoints to repair: 33 / 27
[power groups by stage]
stage	sequential, W	clock, W	combinational (W)
4_1_cts	0.00140	0.00133	0.000314
5_1_grt	0.00142	0.00140	0.000314
6_report	0.00141	0.00127	0.000282
[cell usage after synthesis]
cell | count | area [um2]
clkbuf_2 | 3 | 15.0
and2_2 | 33 | 248
dfxtp_1 | 33 | 661
[per-layer routing]
| metal | GRT usage (%) | wire (um) | share of wire (%) | vias to the layer above |
|---|---|---|---|---|
| met2 | 10.5 | 1290 | 49 | 37 |
| met5 | 0 | 0 | 0 | - |
| met4 | 1.41 | 71 | 2.7 | 0 |
| met3 | 3.23 | 270 | 10 | 6 |
| met1 | 6.30 | 997 | 38 | 302 |
| li1 | - | - | - | 352 |
[final cells by class]
| class | count | area (um2) |
|---|---|---|
| Clock buffer | 6 | 82.6 |
| Clock inverter | 2 | 37.5 |
| Fill cell | 527 | 3400 |
| Multi-Input combinational cell | 33 | 248 |
| Sequential cell | 33 | 687 |
| Tap cell | 70 | 87.6 |
| Timing Repair Buffer | 69 | 593 |
[logic make-up after synthesis]
kind of cell           Yosys count  synth area share (%)
DFF                             33                  71.5
and+or+nand+nor                 33                  26.8
buffers and inverters            3                  1.63
[through the flow]
stage	power [W]	instance area [um2]	TNS (ns)	cells
6_report	0.00297	1740	0	213
5_1_grt	0.00313	1740	0	213
4_1_cts	0.00305	1820	0	213
3_5_place_dp	0.00178	1690	-4.81	205
3_3_place_gp	0.00177	1690	-4.16	205
2_1_floorplan	0.00148	923	0	69
[worst paths after layout]
| check | startpoint | endpoint | slack [ns] | depth (start not counted) |
|---|---|---|---|---|
| max | fifo[2] | dout[2] | 0.05 | 1 |
| min | din[30] | fifo[30] | 0.51 | 2 |
No activity file was given, so power comes from the tool's default toggle rates.
